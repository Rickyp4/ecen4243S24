===== ./design.v =====
module regfile (input logic         clk, 
		input logic 	    we3, 
		input logic [4:0]   ra1, ra2, wa3, 
		input logic [31:0]  wd3, 
		output logic [31:0] rd1, rd2);
   logic [31:0] 		    rf[31:0];
      assign rd1 = ra1 == 5'b0 ? '0 : rf[ra1];
      assign rd2 = ra2 == 5'b0 ? '0 : rf[ra2];
   always_ff @(posedge clk) begin
      if (we3 & wa3 != 5'b0) rf[wa3] <= wd3;
   end
endmodule  

===== ./run.sh =====
#!/bin/bash
# OpenROAD 26Q1-2900-gdf79404cd8, Yosys 0.63+post, stock flow scripts
make -C /OpenROAD-flow-scripts/flow DESIGN_CONFIG=/design/flow/config.mk WORK_HOME=/design/flow/orfs finish

===== ./config.mk =====
export PLATFORM = sky130hd
export DESIGN_NAME = regfile
export DESIGN_NICKNAME = regfile
export VERILOG_FILES = /design/flow/design.v
export SDC_FILE = /design/flow/constraint.sdc
export NUM_CORES = 4
export LEC_CHECK = 1
export CORE_UTILIZATION = 40

===== ./constraint.sdc =====
current_design regfile

set clk_period 7.4
set clk_io_pct 0.2

create_clock -name clk0 -period $clk_period [get_ports {clk}]

set non_clock_inputs [all_inputs -no_clocks]
set_input_delay [expr $clk_period * $clk_io_pct] -clock clk0 $non_clock_inputs
set_output_delay [expr $clk_period * $clk_io_pct] -clock clk0 [all_outputs]

==> CHANGELOG.md <==
### Metrics

- Final setup violation count: 0
- Simple Share, Synth: between 2 and 2.5%
- Fin crit period: between 6000 and 7000 ps
- Critical path type: in2out
- Achievable Freq: between 150 and 200 MHz
- Ys cells: between 2,000 and 3,000
- Total GRT Usage: between 20% and 30%
- Sequential share of the synthesized area: between 60% and 70%
- Largest Register: rf
- Yosys top cell by area: edfxtp_1
- Top cells by area: edfxtp_1, mux4_2, mux2i_1, mux4_1, mux2_2
- Mean Syn Cell Area: 18.7 sq um
- Most numerous cell in the Yosys netlist: edfxtp_1
- CTS buffer count: 105
- Post-Syn Area: 47,900 sq um
- Number of cell rows: approximately 130
- Core area: 118,000 sq um
- Seq cells post-synth: approximately 1,000
- DR vias: 28,200
- Synth warn: 1
- Final ANT Viol Nets: 0
- Largest net degree at the start of global routing: between 80 and 90
- Congestion Overflow GR: 0
- Relative slew slack: 32.1%
- Async SR Flop Fraction: 0%
- RSZ-0062 raised after global routing: false
- Yosys adder share: 0%
- Crit path max fanout: roughly 68
- Layout cells sized above 1: 27.0%
- Crit path arrival time: ~4900 ps
- CTS tree: done
- Area fraction in xor and xnor cells: 0%
- Mux area share: ~25%
- Number of H-tree levels: 3
- Distinct lib cells: 39
- First-pass GRT wire length: approximately 220,000 um
- Largest regs: rf (1024)
- DP Area: between 50,000 and 60,000 sq um
- Postcts setup bufs: 0
- Core Util at FP: between 40 and 50%
- LEAKAGE: between 15 and 20 nW
- PortBufs: 112
- Finished layout cell area: around 55,000 sq um
- Top logic family: multiplexers
- Synthesized instance count: approximately 2,600
- Fin crit share: 86.8%
- Vias in the first global route: about 31,000
- Area overhead of the layout relative to synthesis: 14.4%
- Crit path DRT: approximately 5900 ps
- # IOs: between 100 and 150
- Tally of OpenROAD warnings: 26
- Min-delay worst type: in2reg
- List of most frequent post-synthesis cells: edfxtp_1, mux2i_1, mux4_2
- Post-synth EDFFs: a little over 1,000
- Maxcap violations: 0
- Startpoint types: input port
- PD cells: about 240 nW/um^2
- Max-slew violations: 0
- Setup crit end kind: output pin
- Final hold violations: 0
- Ys flop type: edfxtp_1
- DIE HEIGHT: about 350 um
- DRC viols: 0
- Top cell area share: between 60% and 70%
- Clock Tree Root: clkbuf_16
- Worst slew pin tran: 1020 ps
- Clk sinks: just over 1,000
- Outcome: completed
- Drt via density: around 6.4
- Die Wd: ~350 um
- Max reg flops: approximately 1,000
- And-or/or-and share of the synthesized area: a little over 6%
- DPL Wire Length: roughly 89,000 um
- Initial antenna violation count: 1
- Yosys Chip Area: between 40,000 and 50,000 sq um
- Total die size: about 120,000 sq um
- Initial DRC Count: about 1,800
- Drt pass-1 iters: 5
- Post-Route Setup TNS: 0 ps
- VDD IR max: 0.180 mV
- Resize count post-CTS: 0
- Clock buffer depth: 3
- CTS clk-pin slew, worst paths: approximately 60 ps
- Global placement routability congestion: a little under 0.9
- Routed WL per cell: between 30 and 40 um
- Cts hold-fix bufs: 0
- Total Wirelength: roughly 150,000 um
[area by class of cell]
cell class	instances	area, sq um
antenna	1	2.50
sequential	1024	30700
clock buffer	125	2750
inverter	2	8.76
tap	1600	2000
clock inverter	70	663
multi-input combinational	1354	16400
fill	9560	63600
timing repair buffer	251	2230
[stage by stage]
stage | util [%] | hold WS (ps) | setup WS [ps] | power (mW) | std cells
floorplan | - | 1580 | 3030 | 7.27 | 2595
global placement | 43.4 | 2300 | 944 | 7.78 | 4231
detailed placement | 43.4 | 2310 | 1070 | 7.80 | 4231
CTS | 46.3 | 1580 | 1050 | 13.0 | 4426
global route | 46.3 | 1630 | 965 | 13.3 | 4426
finish | 46.3 | 1610 | 977 | 13.0 | 4427
[layout by cell type, fill, tap and decap left out, types with 3 or more instances in the layout]
cell / Yosys / layout
clkbuf_1: 98 / 18
a211oi_1: 53 / 53
clkinv_1: 0 / 23
conb_1: 1 / 32
a21oi_1: 32 / 32
a22oi_1: 64 / 64
mux4_1: 36 / 36
nand3b_1: 6 / 6
o21ai_0: 50 / 50
clkdlybuf4s50_1: 0 / 102
o2111ai_1: 10 / 10
a211oi_2: 11 / 11
nand4_1: 32 / 32
buf_2: 50 / 3
a221oi_2: 16 / 16
edfxtp_1: 1024 / 1024
mux2i_1: 320 / 320
mux2_2: 64 / 64
clkinvlp_4: 0 / 6
o221ai_1: 64 / 64
buf_4: 53 / 135
buf_8: 0 / 4
buf_12: 0 / 5
bufinv_16: 0 / 12
nor2b_1: 37 / 32
nand2_1: 85 / 85
mux4_2: 316 / 316
clkinv_4: 0 / 3
nor2b_4: 0 / 5
a221oi_1: 38 / 38
inv_6: 0 / 4
or3b_2: 5 / 4
nor2_4: 0 / 33
o21ai_1: 4 / 4
clkbuf_16: 0 / 107
a311oi_1: 32 / 32
clkinv_2: 0 / 23
[layer usage]
| metal | wire length (um) | track usage, % |
|---|---|---|
| met1 | 47700 | 31.9 |
| met2 | 69800 | 39.5 |
| met3 | 29700 | 23.7 |
| met4 | 6290 | 8.99 |
| met5 | 259 | 2.72 |
[logic make-up (layout without fill, tap and decap cells)]
logic type             Yosys count  count (layout)
muxes                          736             736
buffers and inverters          217             448
AOI/OAI and AO/OA              374             374
and+or+nand+nor                212             212
other                            1              33
DFF                           1024            1024
[report_power, final]
group	switching [mW]	internal [mW]	leakage [nW]
clock	2.22	3.06	1.66
sequential	0.0350	6.47	9.25
combinational	0.683	0.497	6.82
[worst paths after layout]
check,start,slack [ps],end,cells after the start
setup / recovery,ra2[2],980,rd2[15],7
hold / removal,wd3[24],1610,rf[27][24],2
[worst max-delay path: stages]
cell and delay [ps]:
buf_8 480, buf_4 690, nor2b_4 290, buf_4 450
a221oi_1 180, a211oi_1 620, clkdlybuf4s50_1 600
Power and IR drop assume default switching activity.
